==> design.v <==
`timescale 1ns / 1ps
module alu(input logic [15:0] a, b,
	input logic [3:0] s,
	output logic [15:0] f,
	output logic ovf, take_branch);
	always_comb
	case(s)
		0: begin
			f <= a + b;
			ovf <= (~a[15] & ~b[15] & f[15]) | (a[15] & b[15] & ~f[15]);
			take_branch <= 0;
		end
		1: begin
			f <= ~b;
			ovf <= 0;
			take_branch <= 0;
		end
		2: begin
			f <= a & b;
			ovf <= 0;
			take_branch <= 0;
		end
		3: begin
			f <= a | b;
			ovf <= 0;
			take_branch <= 0;
		end
		4: begin
			f <= a >>> b;
			if (a[15]) f[15] <= 1;
			ovf <= 0;
			take_branch <= 0;
		end
		5: begin
			f <= a << b;
			ovf <= 0;
			take_branch <= 0;
		end
		6: begin
			f <= 0;
			ovf <= 0;
			if (a == 0) take_branch <= 1;
			else take_branch <= 0;
		end 
		7: begin
			f <= 0;
			ovf <= 0;
			if (a != 0) take_branch <= 1;
			else take_branch <= 0;
		end 
		8: begin
			f <= a ^ b;
			ovf <= 0;
			take_branch <= 0;
		end
		default: begin
			f <= 0;
			ovf <= 0;
			take_branch <= 0;
		end
	endcase
endmodule
==> run.sh <==
#!/bin/bash
# OpenROAD 26Q1-2900-gdf79404cd8, Yosys 0.63+post, stock flow scripts
make -C /OpenROAD-flow-scripts/flow DESIGN_CONFIG=/design/flow/config.mk WORK_HOME=/design/flow/orfs finish
==> config.mk <==
export PLATFORM = sky130hd
export DESIGN_NAME = alu
export DESIGN_NICKNAME = alu
export VERILOG_FILES = /design/flow/design.v
export SDC_FILE = /design/flow/constraint.sdc
export NUM_CORES = 4
export LEC_CHECK = 1
export CORE_UTILIZATION = 30
==> constraint.sdc <==
current_design alu

set clk_period 15.4
set clk_io_pct 0.2

create_clock -name clk0 -period $clk_period

set non_clock_inputs [all_inputs -no_clocks]
set_input_delay [expr $clk_period * $clk_io_pct] -clock clk0 $non_clock_inputs
set_output_delay [expr $clk_period * $clk_io_pct] -clock clk0 [all_outputs]
==> impl_metrics.tcl <==
# implementation run metrics
set metrics [dict create \
    seq_cells 0 \
    fmax_mhz 99.8 \
    grt_overflow 0 \
    routed_wl_um 13300 \
    die-area_um2 11600 \
    met1_length_um 5870 \
    viasPerCell 6.05 \
    slew_headroom_pct 53.3 \
    diodes 0 \
    netSwitchingFraction_pct 55.7 \
    io_pins 54 \
    dp_cells 645 \
    layout_top_cells "nor2_1, clkdlybuf4s50_1, inv_1, o21ai_0, nand2_1" \
    drv_cap 0 \
    fillerInstances 1132 \
    synth_chip_area_um2 3350 \
    grt_max_degree 44 \
    fin_crit_ps 10020 \
    hpwl_um 10400 \
    rows 38 \
    yosysWarnings 1 \
    drive_gt1_share_pct 7.33 \
    top_layer "met4" \
    cp.required_ps 12320 \
    comb_power_share_pct 100.0 \
    rsz0062_at_grt "no" \
    grt_pass1_vias 3628 \
    tool_warnings 48 \
    syn_area_um2 3350 \
    portBuffers 54 \
    die_h_um 108 \
    grt_pass1_wl_um 20700 \
    seqPwrFrac_pct 0 \
    pwr-share-clk_pct 0 \
    crit_type "primary input to primary output" \
    seq_area_um2 0 \
    largest_area_cell "ha_1" \
    stdcell_count 645 \
    hold_ws_ps 7400 \
    finalCritPeriodShare_pct 65.1 \
    clkbuf_count 0 \
    crit_path_end_kind "primary output" \
    status "finished, final reports clean" \
    gp_routability_congestion 0.991 \
    synth_cells 476 \
    drt_iter0_markers 342 \
    worstMarginPinSlew_ps 699 \
    drv_slew 0 \
    fp.dieW_um 108 \
    setup_viol 0 \
    ant_nets 0 \
    synth_cell_type_count 67 \
    antenna_found_initial 0 \
    power_leakage_nw 1.59 \
    comb_area_um2 3030 \
    cp.arrival_ps 6940 \
    path_max_fanout 35 \
    area_delta_synth_final_pct 18.4 \
    drt_pass1_iterations 6 \
    yosysSeqAreaShare_pct 0 \
    avgSynthCellArea_um2 7.03 \
    power_density_nw_per_um2 29.9 \
    final_util_pct 36.5 \
    hold_viol 0 \
    gr-usage-all-layers_pct 23.9 \
    place_area_um2 3960 \
    wl_met2_um 6030 \
    vias 3903 \
    drc 0 \
    layout_top_cell "nor2_1" \
    p_int_mw 0.0524 \
    ctsHoldBuffers 0 \
    yosys.area.top_type_share_pct 12.0 \
    power.switching_mw 0.0660 \
    route.met3.wl_um 909 \
    cts.repair.resized 0 \
    hold_path.class "primary input to primary output" \
    initial_core_util_pct 30.9 \
    wire_per_inst_um 20.6 \
    core-area_um2 10800 \
    cts_setup_buffers 0 \
    area_leaders "ha_1, mux2i_1, mux4_2" \
    start_kind "primary input" \
    final.setup.tns_ps 0 \
    fin_area_um2 3960 \
    ys_cells 476 \
    vdd.ir_drop.worst_mv 0.0127 \
]
## layer usage
layer / GRT usage [%] / up-vias
met2: 38.2 / 165
met5: 0 / -
met4: 7.24 / 0
met3: 2.35 / 30
met1: 34.1 / 1858
li1: - / 1850
## cells by family (layout without fill, tap and decap cells)
logic type               Yosys count  count (layout)  share of synthesized area [%]
buffers and inverters             74             103                           9.46
AND-OR/OR-AND                    146             146                           29.1
adder cells (fa/ha/maj)           33              33                           12.6
XOR/XNOR                           9               9                           2.36
multiplexers                      55              55                           23.2
AND/OR/NAND/NOR                  159             159                           23.3
## worst paths after layout
path | startpoint | endpoint | slack [ps] | depth (start not counted)
worst max-delay path | b[2] | f[14] | 5380 | 12
worst min-delay path | s[1] | take_branch | 7400 | 4
## power by group through the flow
stage	combinational, mW	clock, mW	sequential (mW)
4_1_cts	0.117	0	0
6_report	0.118	0	0
5_1_grt	0.129	0	0
## worst max-delay path: stages
cell and delay [ps]:
clkdlybuf4s50_1 460, buf_4 360, inv_1 320, ha_1 480
a21o_1 140, a21oi_1 90, o21a_1 220, o31ai_1 540
a2111oi_0 240, or4_1 430, nand3_1 90, clkdlybuf4s50_1 470
## per-stage QoR
step | power [mW] | worst slack [ps]
floorplan | 0.0741 | 7020
detailed placement | 0.117 | 5510
finish | 0.118 | 5380
global route | 0.129 | 5160
CTS | 0.117 | 5490
global placement | 0.117 | 5540
## layout make-up
type,instances,area share [%]
well taps,140,4.42
inverters,39,3.70
multi-input cells,402,76.5
repair buffers,64,15.4
## cell usage after synthesis, drive strengths merged, types with 4 or more instances
cell type	instances
o32ai	6
inv	38
or3	4
mux2	5
mux4	16
o21ai	38
a22oi	7
nor2b	6
nand4	6
o2111ai	4
ha	32
buf	21
nand3	7
a21o	4
nand2	36
a21oi	24
clkbuf	14
mux2i	34
xnor2	8
nor2	57
nor3	8
o22ai	8
nor4	11
a211oi	4
o211ai	13
a31oi	9
nand2b	8
Power figures rest on the tool's default switching activity, not on a simulated workload.
