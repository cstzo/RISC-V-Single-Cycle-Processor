[design.v]
`timescale 1ns / 1ps
module regfile(input logic rst, clk, wr_en,
	input logic [2:0] rd0_addr, rd1_addr, wr_addr,
	input logic [15:0] wr_data,
	output logic [15:0] rd0_data, rd1_data);
	reg [15:0] reg_vals [0:7];
	int i;
	always_ff @(posedge clk, posedge rst)
	begin
		if (rst)
		begin
			for (i = 0; i < 7; i = i + 1)
			reg_vals[i] <= 0;
		end
		else if (wr_en)     
			reg_vals[wr_addr] <= wr_data;
	end
	always_comb
	begin
	    rd0_data <= reg_vals[rd0_addr];
		rd1_data <= reg_vals[rd1_addr];
	end
endmodule
[run.sh]
#!/bin/bash
# OpenROAD 26Q1-2900-gdf79404cd8, Yosys 0.63+post, stock flow scripts
make -C /OpenROAD-flow-scripts/flow DESIGN_CONFIG=/design/flow/config.mk WORK_HOME=/design/flow/orfs finish
[config.mk]
export PLATFORM = sky130hd
export DESIGN_NAME = regfile
export DESIGN_NICKNAME = regfile
export VERILOG_FILES = /design/flow/design.v
export SDC_FILE = /design/flow/constraint.sdc
export NUM_CORES = 4
export LEC_CHECK = 1
export CORE_UTILIZATION = 30
[constraint.sdc]
current_design regfile

set clk_period 2.6
set clk_io_pct 0.2

create_clock -name clk0 -period $clk_period [get_ports {clk}]

set non_clock_inputs [all_inputs -no_clocks]
set_input_delay [expr $clk_period * $clk_io_pct] -clock clk0 $non_clock_inputs
set_output_delay [expr $clk_period * $clk_io_pct] -clock clk0 [all_outputs]
==> git commit body <==
Add synthesis and place-and-route results

- STA lists the maximum fanout along the critical path as 8.
- Clock latency on the worst-skew pair, taken at its later pin, is 0.41 ns.
- Highest-count logic cell in the final layout: dfrtp_1
- Across the whole layout, storage elements account for 3280 µm².
- Instance tally after logic synthesis: 611
- In the synthesis report, Yosys lists the chip area as 6870 µm².
- The post-route netlist has 33.8% of its cells at a drive strength greater than 1.
- Buffers inserted to repair hold after CTS numbered 0.
- The registers reported with the highest flop counts are reg_vals: 128 flops.
* Area growth from synthesis to layout: 34.4%
- Vias in the first global route: 5506
* Cell count of the worst reg-to-reg path: 1
* Top cell type by total area after synthesis: dfrtp_1
- On the final layout, the worst hold slack is 0.529 ns.
- The average instance in the mapped netlist occupies 11.2 µm².
- In the final timing run, aggregate negative setup slack is 0 ns.
- DR pass1 iterations: 4
- Clock tree from TritonCTS: done
- Overall routed net length: 20.6 mm
* Number of distinct library cells after synthesis: 39
* Die H: 153 µm
- Post-synthesis xor/xnor area fraction: 0%
* Floorplan utilization: 31.0%
- Maximum clock rate: 0.391 GHz
* Adder and majority cell fraction of the synthesized area: 0%
* Leakage: 3.95 nW
- Max reg flops: 128
- Vias after detailed routing: 5335
- Die X: 153 µm
- After legalization and detailed placement, the total HPWL measured 13.9 mm.
- The main area contributors are dfrtp_1 41%, mux2_2 15%, edfxtp_1 7.0%.
* Number of flops mapped to enable cells by yosys: 16
* Final global-route overflow total: 0
- Inserted Diodes: 0
* Number of DRC violations after detailed-routing iteration 0: 308
- Post-placement cell count: 972
- Slew at the pin with the worst max-slew slack: 0.719 ns
- The routed design shows a via density per instance of 5.27.
* IR Drop Worst-Case VDD: 0.000388 V
- Count of standard-cell rows: 54
* Num ports: 60
* Summed instance area of the synthesized netlist: 6870 µm²
- The cell-mix breakdown from Yosys lists the simple-gate area share as 10.9%.
- Data arrives at the worst endpoint at 2.03 ns.
- Crit path required time: 2.08 ns
- Per the detail_route report, DRC violations left total 0.
* Antenna-violating nets left: 0
- The worst setup path is of the in -> out kind.
- The number of antenna violations at the first check in global routing was 0.
- The tree is rooted in a clkbuf_16.
* CP Capture Point: rd1_data[12]
* Mux area share: 24.1%
* Fraction of post-synthesis cell area in the top cell type by area: 40.8%
- Leaving out fill and tap cells, the most frequent cells in the layout are 112 x dfrtp_1, 90 x mux2_2, 48 x nor2_1, 47 x mux2i_1.
* Pin count of the biggest net entering global routing: 29
- Beginning of the worst register-to-register path: reg_vals[6][13]$_DFFE_PP0P_
- Largest family of logic cells by area: multiplexers
* Placer congestion estimate: 0.854
* Worst hold-check path type: reg -> reg
- Placeable core area: 22200 µm²
* Post-synthesis share of cell area spent on and-or and or-and gates: 12.9%
* Outcome: finished clean
* Async SR Flop Fraction: 87.5%
- Counting endpoints that fail hold in the final report gives 0.
- Buffers from clock root to sink, at most: 2
- Number of warning messages in the logs: 25
- The setup check on the worst reg-to-reg path leaves a slack of 1.79 ns.
* Layout filler cell count: 2030
- Yosys cell count: 611
- STA classifies the critical path startpoint as an input port.
- Comb area: 3420 µm²
* Slew Viols, Final: 0
- Dividing the detail-routed wire length by the instance count gives 20.3 µm.
- Critical path endpoint category: output port
* H-tree depth reported by CTS: 4
* Synth Seq Share: 47.8%
- Endpoints with negative setup slack in the final report add up to 0.
- Minimum period implied by the final worst setup slack: 2.55 ns
- After layout, the worst path uses 98.3% of the clock period.
* Clock sink count: 128
- Die area: 23500 µm²
- Yosys warning tally: 2
* Worst Slack Setup Final: 0.0453 ns
* Critical register-to-register path endpoint: reg_vals[6][13]$_DFFE_PP0P_
- The buffer_ports step reported a buffer count of 59.
- Worst setup slack before clock tree synthesis: -0.451 ns
* Slew Limit Headroom: 52.0%
* Post-Layout Cell Count: 1013
- The synthesis report names the predominant flop master as dfrtp_1.
- More flip-flops sit in one register than any other, and that register is reg_vals.
- Reg clk slew, reported paths: 0.06 ns
- The report counts max-capacitance violations totalling 0.
* Setup repair after global routing missed its margin: false
* Areal power density over the cells: 702 nW/µm²
* GRT Overall Usage: 18.6%
- First-pass GRT wire length: 32.2 mm
- Across the routed clock network, the largest skew measured is 0 ns.
- TritonCTS created 17 clock buffers.
- Yosys reported a register bit count of 128.
- Final core utilization: 41.6%
* Worst hold path stage count: 1
- Source of the critical timing path: rd1_addr[0]
where the power goes:
part / internal [mW] / switching [mW]
combinational: 0.843 / 0.573
clock: 1.43 / 0.916
sequential: 2.42 / 0.295
cells by family (layout without fill, tap and decap cells):
logic type | after synthesis | after routing
AND-OR/OR-AND | 130 | 130
multiplexers | 148 | 148
AND/OR/NAND/NOR | 145 | 145
flip-flops | 128 | 128
buffers and inverters | 60 | 182
timing repair:
item	in CTS	in global routing
buffers inserted	5	0
gates resized	45	17
cloned	2	2
pin swaps	12	8
endpoints found under the setup margin	32	14
routing by layer:
metal | up-vias | wire (µm) | track usage (%)
li1 | 2468 | - | -
met1 | 2646 | 9170 | 26.8
met2 | 201 | 9560 | 28.6
met3 | 20 | 1660 | 6.15
met4 | 0 | 218 | 2.74
met5 | - | 0 | 0
critical path, cell delays in order:
cell and delay, ns:
buf_2 0.13, bufbuf_16 0.28, nor2_4 0.10, buf_8 0.15
a22oi_1 0.11, a31oi_2 0.23, clkdlybuf4s50_1 0.51
cells in the mapped netlist (8+ instances only):
cell type  instances
a21o_1            11
dfrtp_1          112
mux2_4            10
nand2_1           31
buf_2             18
a22oi_1           13
nor2_1            52
edfxtp_1          16
nand3_1           11
inv_1             13
mux2i_1           47
o21ai_0           13
nor2b_1           13
mux2_2            90
a21oi_1           23
clkbuf_1          18
nand2b_1          14
a211oi_1           9
a31oi_1           23
o32ai_1           12
nor3_1             8
a221oi_1          12
worst min-delay path by stage:
stage,start,end,slack (ns)
final,reg_vals[1][1]$_DFFE_PP0P_,reg_vals[1][1]$_DFFE_PP0P_,0.53
after global routing,reg_vals[6][14]$_DFFE_PP0P_,reg_vals[6][14]$_DFFE_PP0P_,0.54
after CTS,reg_vals[1][1]$_DFFE_PP0P_,reg_vals[1][1]$_DFFE_PP0P_,0.53
stage by stage:
stage / total power [mW] / cell area [µm²]
detailed placement: 4.10 / 8320
global placement: 4.08 / 8320
floorplan: 3.47 / 6870
finish: 6.48 / 9230
CTS: 6.50 / 9130
global route: 6.79 / 9230
layout make-up:
cell class / instances / area share, %
clock inverter: 13 / 1.50
sequential: 128 / 35.6
timing repair buffer: 137 / 16.7
inverter: 13 / 0.569
tap: 280 / 3.80
multi-input combinational: 423 / 37.1
clock buffer: 19 / 4.80
Power figures rest on the tool's default switching activity, not on a simulated workload.
